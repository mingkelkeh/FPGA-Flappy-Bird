===== flow/design.v =====
module  buffer_music  (  audio , clk , button ) ;
output     audio ;
input      clk ;
input      button ;
reg   [ 23 : 0 ]    counter4Hz , counter1MHz, counter6MHz;
reg   [ 13 : 0 ]   count , origin ;
reg   audiof ;
reg    clk_6MHz, clk_4Hz;
reg    clk_1MHz ;
reg   [ 4 : 0 ]   j ;
reg   [ 7 : 0 ]   len ;
assign  audio =  button ?  audiof : 1'b1 ;  
always @ ( posedge  clk )begin                
  if ( counter6MHz == 8 )begin  
    counter6MHz = 0 ;
    clk_6MHz =~ clk_6MHz ;
   end
   else begin    
        counter6MHz = counter6MHz + 1 ;
   end
end
always @ ( posedge  clk )                   
begin
    if ( counter4Hz == 12500000 )begin           
       counter4Hz = 0 ;
        clk_4Hz =~ clk_4Hz ;
    end
    else begin
        counter4Hz = counter4Hz + 1 ;
    end
end
always @ ( posedge  clk_6MHz )begin
    if ( count == 16383 )begin
        count = origin ;
        audiof =~ audiof ;
    end
    else begin
        count = count + 1 ;
    end
end
always @ ( posedge  clk_4Hz )begin
     case ( j )
    'd0 : origin = 'b0 ;
    'd1 : origin = 'd4916 ;    
    'd2 : origin = 'd6168 ;
    'd3 : origin = 'd7281 ;
    'd4 : origin = 'd7791 ;
    'd5 : origin = 'd8730 ;
    'd6 : origin = 'd9565 ;
    'd7 : origin = 'd10310 ;
    'd8 : origin = 'd010647 ;    
    'd9 : origin = 'd011272 ;
    'd10 : origin = 'd011831 ;
    'd11 : origin = 'd012087 ;
    'd12 : origin = 'd012556 ;
    'd13 : origin = 'd012974 ;
    'd14 : origin = 'd013346 ;
    'd15 : origin = 'd13516 ;    
    'd16 : origin = 'd13829 ;
    'd17 : origin = 'd14108 ;
    'd18 : origin = 'd11535 ;
    'd19 : origin = 'd14470 ;
    'd20 : origin = 'd14678 ;
    'd21 : origin = 'd14864 ;
    default : origin = 'd011111 ;
   endcase             
end
always @ ( posedge  clk_4Hz )begin    
   if ( len == 246 )begin
      len = 0 ;
   end
   else begin
      len = len + 1 ;
   end
  case ( len )
   0 : j = 12 ; 1 : j = 12 ; 2 : j = 12 ; 3 : j = 12 ; 4 : j = 12 ;
   5 : j = 12 ; 6 : j = 13 ; 7 : j = 13 ; 8 : j = 12 ; 9 : j = 12 ;
   10 : j = 11 ; 11 : j = 10 ; 12 : j = 10 ; 13 : j = 9 ; 14 : j = 9 ;
   15 : j = 1 ; 16 : j = 1 ; 17 : j = 1 ; 18 : j = 1 ; 19 : j = 9 ;
   20 : j = 9 ; 21 : j = 5 ; 22 : j = 5 ; 23 : j = 5 ; 24 : j = 5 ;
   25 : j = 5 ; 26 : j = 5 ; 27 : j = 6 ; 28 : j = 6 ; 29 : j = 6 ;
   30 : j = 6 ; 31 : j = 5 ; 32 : j = 5 ; 33 : j = 5 ; 34 : j = 5 ;
   35 : j = 8 ;
   36 : j = 8 ;
   37 : j = 10 ;
   38 : j = 12 ;
   39 : j = 12 ;
   40 : j = 10 ;
   41 : j = 10 ;
   42 : j = 13 ;
   43 : j = 13 ;
   44 : j = 13 ;
   45 : j = 13 ;
   46 : j = 13 ;
   47 : j = 13 ;
   48 : j = 13 ;
   49 : j = 13 ;
   50 : j = 12 ;
   51 : j = 12 ;
   52 : j = 12 ;
   53 : j = 12 ;
   54 : j = 13 ;
   55 : j = 13 ;
   56 : j = 12 ;
   57 : j = 12 ;
   58 : j = 12 ;
   59 : j = 12 ;
   60 : j = 12 ;
   61 : j = 10 ;
   62 : j = 10 ;
   63 : j = 8 ;
   64 : j = 8 ;
   65 : j = 9 ;
   66 : j = 9 ;
   67 : j = 9 ;
   68 : j = 9 ;
   69 : j = 10 ;
   70 : j = 10 ;
   71 : j = 12 ;
   72 : j = 12 ;
   73 : j = 9 ;
   74 : j = 9 ;
   75 : j = 9 ;
   76 : j = 9 ;
   77 : j = 12 ;
   78 : j = 12 ;
   79 : j = 12 ;
   80 : j = 12 ;
   81 : j = 12 ;
   82 : j = 12 ;
   83 : j = 13 ;
   84 : j = 13 ;
   85 : j = 12 ;
   86 : j = 12 ;
   87 : j = 11 ;
   88 : j = 10 ;
   89 : j = 10 ;
   90 : j = 9 ;
   91 : j = 9 ;
   92 : j = 8 ;
   93 : j = 8 ;
   94 : j = 8 ;
   95 : j = 8 ;
   96 : j = 8 ;
   97 : j = 9 ;
   98 : j = 9 ;
   99 : j = 5 ;
   100 : j = 5 ;
   101 : j = 5 ;
   102 : j = 5 ;
   103 : j = 6 ;
   104 : j = 6 ;
   105 : j = 6 ;
   106 : j = 6 ;
   107 : j = 5 ;
   108 : j = 5 ;
   109 : j = 5 ;
   110 : j = 5 ;
   111 : j = 8 ;
   112 : j = 8 ;
   113 : j = 10 ;
   114 : j = 12 ;
   115 : j = 12 ;
   116 : j = 13 ;
   117 : j = 13 ;
   118 : j = 10 ;
   119 : j = 10 ;
   120 : j = 10 ;
   121 : j = 10 ;
   122 : j = 10 ;
   123 : j = 10 ;
   124 : j = 10 ;
   125 : j = 10 ;
   126 : j = 12 ;
   127 : j = 12 ;
   128 : j = 12 ;
   129 : j = 12 ;
   130 : j = 12 ;
   131 : j = 12 ;
   132 : j = 13 ;
   133 : j = 13 ;
   134 : j = 12 ;
   135 : j = 12 ;
   136 : j = 12 ;
   137 : j = 12 ;
   138 : j = 10 ;
   139 : j = 10 ;
   140 : j = 9 ;
   141 : j = 9 ;
   142 : j = 9 ;
   143 : j = 9 ;
   144 : j = 10 ;
   145 : j = 10 ;
   146 : j = 13 ;
   147 : j = 13 ;
   148 : j = 12 ;
   149 : j = 12 ;
   150 : j = 12 ;
   151 : j = 12 ;
   152 : j = 10 ;
   153 : j = 10 ;
   154 : j = 10 ;
   155 : j = 10 ;
   156 : j = 10 ;
   157 : j = 10 ;
   158 : j = 10 ;
   159 : j = 10 ;
   160 : j = 10 ;
   161 : j = 10 ;
   162 : j = 10 ;
   163 : j = 10 ;
   164 : j = 10 ;
   165 : j = 9 ;
   166 : j = 10 ;
   167 : j = 9 ;
   168 : j = 8 ;
   169 : j = 6 ;
   170 : j = 5 ;
   171 : j = 8 ;
   172 : j = 10 ;
   173 : j = 12 ;
   174 : j = 13 ;
   175 : j = 12 ;
   175 : j = 12 ;
   176 : j = 0 ;
   177 : j = 0 ;
   178 : j = 9 ;
   179 : j = 10 ;
   180 : j = 10 ;
   181 : j = 9 ;
   182 : j = 8 ;
   183 : j = 9 ;
   184 : j = 9 ;
   185 : j = 0 ;
   186 : j = 5 ;
   187 : j = 10 ;
   188 : j = 10 ;
   189 : j = 10 ;
   190 : j = 10 ;
   191 : j = 9 ;
   192 : j = 9 ;
   193 : j = 10 ;
   194 : j = 10 ;
   195 : j = 9 ;
   196 : j = 10 ;
   197 : j = 9 ;
   198 : j = 8 ;
   199 : j = 6 ;
   200 : j = 6 ;
   201 : j = 0 ;
   202 : j = 5 ;
   203 : j = 12 ;
   204 : j = 12 ;
   205 : j = 12 ;
   206 : j = 12 ;
   207 : j = 13 ;
   208 : j = 13 ;
   209 : j = 13 ;
   210 : j = 12 ;
   211 : j = 12 ;
   212 : j = 9 ;
   213 : j = 9 ;
   214 : j = 12 ;
   215 : j = 12 ;
   216 : j = 0 ;
   217 : j = 0 ;
   218 : j = 13 ;
   219 : j = 13 ;
   220 : j = 12 ;
   221 : j = 13 ;
   222 : j = 10 ;
   223 : j = 10 ;
   224 : j = 0 ;
   225 : j = 0 ;
   226 : j = 9 ;
   227 : j = 12 ;
   228 : j = 10 ;
   228 : j = 8 ;
   229 : j = 9 ;
   230 : j = 9 ;
   231 : j = 0 ;
   232 : j = 0 ;
   233 : j = 5 ;
   234 : j = 0 ;
   235 : j = 8 ;
   236 : j = 0 ;
   237 : j = 12 ;
   238 : j = 12 ;
   239 : j = 0 ;
   240 : j = 0 ;
   241 : j = 9 ;
   242 : j = 9 ;
   243 : j = 13 ;
   244 : j = 13 ;
   245 : j = 12 ;
   246 : j = 12 ;
endcase
end
endmodule

===== flow/run.sh =====
#!/bin/bash
# OpenROAD 26Q1-2900-gdf79404cd8, Yosys 0.63+post, stock flow scripts
make -C /OpenROAD-flow-scripts/flow DESIGN_CONFIG=/design/flow/config.mk WORK_HOME=/design/flow/orfs finish

===== flow/config.mk =====
export PLATFORM = sky130hd
export DESIGN_NAME = buffer_music
export DESIGN_NICKNAME = buffer_music
export VERILOG_FILES = /design/flow/design.v
export SDC_FILE = /design/flow/constraint.sdc
export NUM_CORES = 4
export LEC_CHECK = 1
export CORE_UTILIZATION = 30

===== flow/constraint.sdc =====
current_design buffer_music

set clk_period 5.5
set clk_io_pct 0.2

create_clock -name clk0 -period $clk_period [get_ports {clk}]

set non_clock_inputs [all_inputs -no_clocks]
set_input_delay [expr $clk_period * $clk_io_pct] -clock clk0 $non_clock_inputs
set_output_delay [expr $clk_period * $clk_io_pct] -clock clk0 [all_outputs]

==> changes_impl.md <==
### Changed

- Count of tool warnings: 36
- Worst Path Buf+Inv: 2
- Final hold viol count: 0
- Cell depth of the worst setup path: 3
- PwrDens: approximately 110 nW/um^2
- CP Data Arrival Time: around 2.0 ns
- Max_cap viols: 0
- DIE HEIGHT: 142 um
- Core Rows: about 50
- Main area contributors: dfxtp_1, xnor2_1, nor2_1
- Commonest flop: dfxtp_1
- Root Driver: clkbuf_16
- Leakage Power: between 0.0015 and 0.002 uW
- Fill cell count: between 1.5k and 2k
- Post-CTS sizing: 0
- YS warnings: 1
- Vias in the first global route: about 4.9k
- Worst-Margin Slew: 0.912 ns
- CTS buffer count: 5
- Pin count of the biggest net entering global routing: 28
- Peak VDD IR: 101 uV
- Syn_area_per_cell: between 8 and 9 um^2
- Rel. slew slack: 0.392
- Synthesized cell area: just under 6000 um^2
- Min Tclk post-route: 3.10 ns
- Via count: 5241
- Initial drt markers: approximately 490
- Outcome: complete, no violations
- Most common cell on crit path: clkdlybuf4s50_1
- DP Cell Count: 957
- Final Non-Filler Cells: approximately 970
- F_max: 323 MHz
- Clock Pin Slew Worst Setup and Hold Paths: 0.07 ns
- Wirelength, routed: between 10000 and 15000 um
- Antenna-violating nets left: 0
- Endpoints left unconstrained: about 46
- H-Tree Depth: 2
- Residual DRC: 0
- Fp util: 0.310
- Global-route wire length before repair: about 25000 um
- Die Size: about 20000 um^2
- Count of library flops with an enable pin: 7
- Endpoint class of the critical path: output pin
- Asr flop ratio synth: 0
- Worst Reg-to-Reg Cells: 5
- CP Launch Type: primary input
- Crit path kind: in2out
- Avg Vias per Cell: around 5.4
- Share of layout cells above drive strength 1: 0.0454
- Seq/Total Area, Yosys: 0.323
- Synth top area share: 0.287
- Antenna violations before repair: 0
- Final tally of setup violations: 0
- First-pass DRT Iterations: 6
- Core footprint: 18900 um^2
- Count of unclocked register or latch pins: 41
- Cell taking the most area after synthesis: dfxtp_1
- Cells after Synth: ~730
- RSZ-0062 raised after global routing: no
- Ports: 3
- CP Data Required Time: 4.40 ns
- Hold path cells: 1
- P&R area growth vs syn: 5.93%
- Crit path cell chain: clkdlybuf4s50_1, nand2_1, clkdlybuf4s50_1
- Final period utilization: 0.564
- YS chip area: about 5800 um^2
- Final Max Slew Viols: 0
- Max Fanout on Critical Path: 1
- Slowest CP cell: clkdlybuf4s50_1
- Clock latency on the worst-skew pair: approximately 0.29 ns
- Fin Clk Skew: about 0.005 ns
- Clock Path Buffers: 2
- Cell count listed in synth_stat.txt: between 700 and 800
- Setup repair bufs after CTS: 0
- CP max stage delay: 0.44 ns
- Worst Hold Class: reg2reg
- WL per Instance: between 15 and 20 um
- Grt ovf: 0
- TritonCTS clock tree: yes
- Antenna diodes: 0
- Port bufs: 2
- Hpwl dp: 10800 um
- Setup TNS: 0 ns
- Chip width: 142 um
- CP top delay family: buffers and inverters
- Distinct lib cells: roughly 80
- CTS Hold Bufs: 0
- GRT Total Usage: 0.156
- Final Wtd Congestion: around 1
- Synth flops: a little over 90
-- worst paths after layout --
path,start,to,slack (ns)
max reg2reg,counter4Hz[17]$_SDFF_PN0_,clk_4Hz$_DFFE_PN_,3.56
min reg2reg,counter6MHz[23]$_SDFF_PN0_,counter6MHz[23]$_SDFF_PN0_,0.46
max,button,audio,2.40
min,counter6MHz[23]$_SDFF_PN0_,counter6MHz[23]$_SDFF_PN0_,0.46
-- placed cells by master (no fill, tap or decap), drive strengths merged, types with 7 or more instances in the layout --
| cell type | Yosys | routed |
|---|---|---|
| nor3 | 22 | 22 |
| nand4 | 16 | 16 |
| ha | 16 | 16 |
| nor4 | 12 | 12 |
| o21ai | 36 | 36 |
| nand2b | 7 | 7 |
| dfxtp | 84 | 84 |
| o211ai | 7 | 7 |
| nor2 | 74 | 74 |
| nand2 | 65 | 65 |
| edfxtp | 7 | 7 |
| nand3 | 50 | 50 |
| a31oi | 7 | 7 |
| mux2i | 10 | 10 |
| xor2 | 28 | 28 |
| and3 | 15 | 15 |
| xnor2 | 34 | 34 |
| o22ai | 7 | 7 |
| a21oi | 39 | 39 |
| buf | 22 | 9 |
| inv | 26 | 26 |
| or3 | 10 | 10 |
| a211oi | 14 | 14 |
-- synth_stat cells, drive strengths merged (4+ instances only) --
cell type,n
dfxtp,84
nor2,74
nand2,65
nand3,50
a21oi,39
o21ai,36
xnor2,34
xor2,28
inv,26
buf,22
clkbuf,22
nor3,22
ha,16
nand4,16
and3,15
a211oi,14
nor4,12
mux2i,10
or3,10
a31oi,7
edfxtp,7
nand2b,7
o211ai,7
o22ai,7
nor2b,6
o32ai,6
and2,5
and4,5
a21o,4
a22oi,4
a311oi,4
a32oi,4
o31ai,4
-- final cells by class --
cell class	instances	area (um^2)	share of cell area
Clock buffer	6	139	0.0224
Sequential cell	91	1890	0.305
Clock inverter	2	17.5	0.00283
Timing Repair Buffer	11	87.6	0.0141
Tap cell	260	325	0.0525
Inverter	27	101	0.0164
Multi-Input combinational cell	568	3630	0.586
-- registers in the layout (all words and copies together) (netlist names) --
name         flops
counter4Hz      24
counter6MHz     24
count           14
origin          14
len              8
j                4
audiof           1
clk_4Hz          1
clk_6MHz         1
-- per-layer routing --
layer	vias up	track usage	wire length (um)	share of wire
li1	2614	-	-	-
met1	2351	0.242	6990	0.47
met2	228	0.221	6260	0.42
met3	48	0.0227	1130	0.075
met4	0	0.0600	540	0.036
met5	-	0	0	0
-- cells by family (layout without fill, tap and decap cells) --
| family | Yosys count | count (layout) | share of synthesized area |
|---|---|---|---|
| DFF | 91 | 91 | 0.323 |
| muxes | 14 | 14 | 0.0306 |
| adders and majority gates | 16 | 16 | 0.0342 |
| and+or+nand+nor | 303 | 303 | 0.261 |
| xor gates and xnor gates | 62 | 62 | 0.0928 |
| AOI/OAI and AO/OA | 173 | 173 | 0.202 |
| buffers and inverters | 71 | 46 | 0.0554 |
-- power by group --
group          switching (uW)  internal, uW  leakage (uW)
logic                  0.0824         0.609       0.00116
registers                   0           364      0.000757
clock network             132           183     0.0000770
-- per-stage QoR --
stage	worst slack (ns)	hold WS, ns	util	area [um^2]	total power [uW]
3_3_place_gp	2.38	0.449	0.320	6040	373
3_5_place_dp	2.39	0.452	0.320	6040	373
6_report	2.40	0.464	0.328	6200	679
4_1_cts	2.39	0.465	0.328	6200	688
2_1_floorplan	3.28	0.432	-	5850	372
5_1_grt	2.33	0.486	0.328	6200	711
Power and IR drop assume default switching activity.
