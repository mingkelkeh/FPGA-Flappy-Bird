**flow/config.mk**
```make
export PLATFORM = sky130hd
export DESIGN_NAME = scoreout
export DESIGN_NICKNAME = scoreout
export VERILOG_FILES = /design/flow/design.v
export SDC_FILE = /design/flow/constraint.sdc
export NUM_CORES = 4
export LEC_CHECK = 1
export CORE_AREA = 10 10 90 90
export DIE_AREA = 0 0 100 100
```
**flow/run.sh**
```bash
#!/bin/bash
# OpenROAD 26Q1-2900-gdf79404cd8, Yosys 0.63+post, stock flow scripts
make -C /OpenROAD-flow-scripts/flow DESIGN_CONFIG=/design/flow/config.mk WORK_HOME=/design/flow/orfs finish
```
**flow/design.v**
```verilog
module scoreout(
    input wire [7:0] score, 
    input wire clk, input wire clr,
    output reg [6:0] seven_seg, 
    output reg [7:0] seg_select 
    );
wire a;   
reg [3:0] digit;  
reg [19:0] clkdiv;
assign a = clkdiv[19];
always @ (*)
  case (a)
     0 : digit = score[3:0];
     1 : digit = score[7:4];
   endcase
always @ (*)
  case (digit)
     0: seven_seg = 7'b000_0001;
     1: seven_seg = 7'b100_1111;
     2: seven_seg = 7'b001_0010;
     3: seven_seg = 7'b000_0110;
     4: seven_seg = 7'b100_1100;
     5: seven_seg = 7'b010_0100;
     6: seven_seg = 7'b010_0000;
     7: seven_seg = 7'b000_1111;
     8: seven_seg = 7'b000_0000;
     9: seven_seg = 7'b000_0100;
     10: seven_seg = 7'b000_1000;
     11: seven_seg = 7'b110_0000;
     12: seven_seg = 7'b011_0001;
     13: seven_seg = 7'b100_0010;
     14: seven_seg = 7'b011_0000;
     15: seven_seg = 7'b011_1000;
  endcase
always @ (*)
  begin
    if(clr)
       seg_select = 8'b11111111;
    else
       begin
         seg_select = 8'b11111111;
         seg_select[a] = 0;
       end
  end
always @ (posedge clk or posedge clr)  
  begin   
    if (clr == 1)  
      clkdiv <= 0;  
    else   
      clkdiv <= clkdiv + 1'b1;  
  end 
endmodule
```
**flow/constraint.sdc**
```tcl
current_design scoreout

set clk_period 3.1
set clk_io_pct 0.2

create_clock -name clk0 -period $clk_period [get_ports {clk}]

set non_clock_inputs [all_inputs -no_clocks]
set_input_delay [expr $clk_period * $clk_io_pct] -clock clk0 $non_clock_inputs
set_output_delay [expr $clk_period * $clk_io_pct] -clock clk0 [all_outputs]
```
==> results.json <==
{
  "n_antenna_cell": 0,
  "warnings": 30,
  "fillers": 644,
  "rsz0062_at_grt": "no",
  "power.density_nw_per_um2": 317,
  "die_h_um": 100,
  "layout-drive-gt1-share": 0.181,
  "yosys_warnings": 1,
  "synth.cell_area_sq_um": 1210,
  "internal_power_uw": 389,
  "cp.arrival_ns": 2.37,
  "crit_path_max_fanout": 6,
  "first_global_vias": 888,
  "ir_worst_vdd_v": 0.000203,
  "place.gp.congestion": 0.871,
  "design.core.area_sq_um": 6280,
  "cts.sinks": 20,
  "hold_path.class": "reg -> reg",
  "yosysCellCount": 115,
  "grt_pass1_wl_mm": 4.11,
  "fp_util": 0.194,
  "synthCells": 115,
  "ant_nets": 0,
  "end_kind": "output port",
  "grt_max_degree": 21,
  "finalSetupTns_ns": 0,
  "vias": 870,
  "p_leak_nw": 0.694,
  "crit_required_ns": 2.48,
  "min_to": "clkdiv[0]$_DFF_PP0_",
  "antenna_found_initial": 0,
  "switchingPower_uw": 109,
  "hpwlAfterDp_mm": 1.81,
  "synth_cell_types": 35,
  "ys.flop_type": "dfrtp_1",
  "synth_top_area_share": 0.412,
  "grt_use_total": 0.0475,
  "die_w_um": 100,
  "hold_start": "clkdiv[0]$_DFF_PP0_",
  "r2r_slack_ns": 1.69,
  "power_frac_clock": 0.330,
  "r2r-end": "clkdiv[18]$_DFF_PP0_",
  "seq_power_share": 0.524,
  "overflow": 0,
  "min_path_cells": 1,
  "synth-edff-count": 0,
  "yosysMostFrequentCell": "dfrtp_1",
  "post_drt_wl_per_cell_um": 10.8,
  "wirelength_mm": 2.32,
  "status": "finished, final reports clean",
  "drv_cap": 0,
  "largest_register_ffs": 20,
  "rows": 29,
  "tritoncts": "built",
  "p_comb_frac": 0.146,
  "top_cells_by_area": "dfrtp_1 (41%), xnor2_1 (8.7%), ha_1 (7.2%), xor2_1 (4.3%), buf_4 (3.7%)",
  "reg2reg_depth": 5,
  "clock_path_buffers": 2,
  "syn_to_final_growth_pct": 29.1,
  "top_regs": "clkdiv (20)",
  "io_buffers": 18,
  "total_power_uw": 498,
  "sw_frac_of_total": 0.219,
  "largest_register": "clkdiv",
  "hold_viol": 0,
  "start_kind": "input pin",
  "yosysSeqAreaShare": 0.412,
  "avgSynthCellArea_sq_um": 10.6,
  "cts_hold_buf": 0,
  "async_flop_share": 1.00,
  "htreeDepth": 1,
  "slew_viol_final": 0,
  "ys_top_cells_by_count": "dfrtp_1 (20), nand2_1 (12), xnor2_1 (12)",
  "ys_chip_area_sq_um": 1210,
  "max_freq_mhz": 334,
  "pre_cts_ws_ns": 0.0190,
  "r2r-start": "clkdiv[0]$_DFF_PP0_",
  "dr.pass1.iters": 4,
  "fin_ws_ns": 0.109,
  "ys.flops": 20,
  "clk_pin_slew_worst_paths_ns": 0.06,
  "vias_per_cell": 4.05,
  "setup_viol": 0,
  "remaining_drc_errors": 0,
  "final_util": 0.250,
  "top_area_cell": "dfrtp_1",
  "insertion_delay_ns": 0.25,
  "io_pins": 25,
  "first_iter_violations": 24,
  "post-route-min-period_ns": 2.99,
  "finalClockPeriodUsage": 0.965,
  "dieArea_sq_um": 10000,
  "clock_skew_ns": 0.00438,
  "crit_type": "in -> out",
  "cts-root-buf": "clkbuf_8",
  "cts_made_buffers": 3
}
==> per-layer routing <==
layer / global-route usage / wire length [um]
met1: 0.0681 / 1210
met3: 0.0173 / 155
met5: 0 / 0
met4: 0 / 0
met2: 0.0717 / 961
==> layout make-up <==
cell class	count	area, sq um	area share
inverters	6	22.5	0.0144
well taps	77	96.3	0.0614
multi-input cells	87	696	0.443
repair buffers	22	213	0.136
flip-flops and latches	20	500	0.319
clock buffers	3	41.3	0.0263
==> through the flow <==
step	area (sq um)	cells	hold WS [ns]
after floorplan	1230	120	0.439
after global placement	1480	211	0.459
after detailed placement	1480	211	0.461
after CTS	1520	214	0.475
after global routing	1570	215	0.508
final	1570	215	0.477
==> power groups by stage <==
stage     logic, mW  clock network (mW)  registers (mW)
6_report     0.0727               0.164           0.261
5_1_grt      0.0819               0.177           0.261
4_1_cts      0.0679               0.169           0.261
==> critical path: stages <==
cell             delay (ns)
clkdlybuf4s50_1        0.47
mux2i_1                0.07
buf_4                  0.19
inv_2                  0.07
ha_2                   0.18
nand2_2                0.07
a21oi_1                0.13
a21o_1                 0.10
clkdlybuf4s50_1        0.47
==> how the worst max path moves through the flow <==
stage,start,endpoint,depth (start not counted)
4_1_cts,score[0],seven_seg[6],8
5_1_grt,score[4],seven_seg[0],9
6_report,score[1],seven_seg[0],9
==> placed cells by master (no fill, tap or decap), drive strengths merged, types with 2 or more instances in the layout <==
cell           Yosys  final
nand4              8      8
nand2             12     12
clkdlybuf4s50      0     17
a32o               2      2
mux2i              4      4
xnor2             12     12
nand3              4      4
xor2               6      6
inv                6      6
nor3               3      3
mux2               2      2
conb               1      6
buf                7      4
ha                 7      7
clkbuf             0      3
dfrtp             20     20
nor2               8      8
==> cells by family (layout without fill, tap and decap cells) <==
kind of cell | count (synthesis) | in the layout | share of synthesized area
AND-OR/OR-AND | 11 | 11 | 0.0690
XOR/XNOR | 18 | 18 | 0.130
adder cells (fa/ha/maj) | 7 | 7 | 0.0721
buffers and inverters | 13 | 31 | 0.0649
flip-flops | 20 | 20 | 0.412
multiplexers | 6 | 6 | 0.0618
other | 1 | 6 | 0.00309
AND/OR/NAND/NOR | 39 | 39 | 0.187
==> repair_timing <==
item | 4_1_cts | 5_1_grt
hold endpoints to repair | 0 | 0
setup buffers | 0 | 1
resized | 1 | 11
pin swaps | 0 | 1
setup endpoints to repair | 1 | 4
gates cloned | 0 | 0
Power and IR drop assume default switching activity.
